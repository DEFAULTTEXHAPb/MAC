==> design.v <==
`timescale 1ns/1ps
module mac #(
    parameter N = 16
  )(
    input  wire                clk,
    input  wire                arst_n,
    input  wire                ce,
    input  wire                sload,
    input  wire signed [N-1:0] A,
    input  wire signed [N-1:0] B,
    output wire                pvalid,
    output wire signed [N-1:0] P
  );
  reg signed [N-1:0]   a_reg = {N{1'b0}};
  reg signed [N-1:0]   b_reg = {N{1'b0}};
  reg signed [N-1:0]   p_reg = {N{1'b0}};
  reg signed [2*N-1:0] mult_reg = {2*N{1'b0}};
  reg signed [2*N-1:0] acc_reg = {2*N{1'b0}};
  reg                  sload_reg = 1'b1;
  reg                  qpvalid = 1'b0;
  always @(posedge clk or negedge arst_n) begin : init
    if (arst_n == 1'b0) begin
      sload_reg <= 1'b1;
      a_reg    <= {N{1'b0}};
      b_reg    <= {N{1'b0}};
    end else if (ce == 1'b1) begin
      sload_reg <= sload;
      a_reg <= A;
      b_reg <= B;
    end
  end
  always @(negedge clk or negedge arst_n) begin : mult
    if (arst_n == 1'b0) begin
      mult_reg <= {2*N{1'b0}};
    end else if (ce == 1'b1) begin
      mult_reg <= a_reg * b_reg;
    end
  end
  always @(posedge clk or negedge arst_n) begin : accum
    if (arst_n == 1'b0) begin
      acc_reg  <= {2*N{1'b0}};
    end else if (ce == 1'b1) begin
      if (sload_reg == 1'b0) begin
        acc_reg <= acc_reg + mult_reg;
      end else begin
        acc_reg[2*N-1:N] <= {N{1'b0}};
      end
    end
  end
  always @(negedge clk or negedge arst_n) begin : result_extract
    if (arst_n == 1'b0) begin
      qpvalid <= 1'b0;
      p_reg   <= {N{1'b0}};
    end else if (ce == 1'b1) begin
      if (sload_reg == 1'b0) begin
        qpvalid <= 1'b0;
        p_reg   <= {N{1'b0}};
      end else begin
        qpvalid <= 1'b1;
        p_reg   <= acc_reg[2*N-1:N];
      end
    end
  end
  assign P = (qpvalid == 1'b1)? p_reg : {N{1'bz}};
  assign pvalid = qpvalid;
endmodule
==> run.sh <==
#!/bin/bash
# OpenROAD 26Q1-2900-gdf79404cd8, Yosys 0.63+post, stock flow scripts
make -C /OpenROAD-flow-scripts/flow DESIGN_CONFIG=/design/flow/config.mk WORK_HOME=/design/flow/orfs finish
==> config.mk <==
export PLATFORM = sky130hd
export DESIGN_NAME = mac
export DESIGN_NICKNAME = mac
export VERILOG_FILES = /design/flow/design.v
export SDC_FILE = /design/flow/constraint.sdc
export NUM_CORES = 4
export LEC_CHECK = 1
export CORE_UTILIZATION = 40
==> constraint.sdc <==
current_design mac

set clk_period 14.6
set clk_io_pct 0.2

create_clock -name clk0 -period $clk_period [get_ports {clk}]

set non_clock_inputs [all_inputs -no_clocks]
set_input_delay [expr $clk_period * $clk_io_pct] -clock clk0 $non_clock_inputs
set_output_delay [expr $clk_period * $clk_io_pct] -clock clk0 [all_outputs]
==> CHANGELOG.md <==
## Implementation

* Post-CTS Setup Inserts at 0
* Setup tns final at 0 ps
* Post-CTS Resized at 0
* Initial antenna violation count at 1
* Seq/Total Area, Yosys at 18.3%
* Cell count after synthesis at 1630
* Commonest flop: dfrtp_1
* TritonCTS Buffers at 17
* Cell Count, Final, Fillers Out at 2191
* WP data required at 7520 ps
* Core box area at 38600 µm²
* Most numerous logic cell after layout: inv_1
* CTS Hold Bufs at 0
* DRC at 0
* RSZ-0062 raised after global routing: false
* Die ar. at 39800 µm²
* Final Hold Viols at 0
* Largest net degree at the start of global routing at 60
* Clock transition at path regs at 60 ps
* DR pass1 iterations at 5
* Initial DRC Count at 360
* Final Wtd Congestion at 0.884
* Max-cap violations at 0
* Clock Skews at 36.9 ps
* FF-to-FF setup slack at 760 ps
* CTS root buf: clkbuf_16
* GR Util met1 at 28.6%
* CTS tree: done
* Synth Register Bits at 114
* Post-DP HPWL at 27.2 mm
* Global route hottest layer: met2
* Final setup viols at 0
* CP endpoint kind: flip-flop
* Final number of max-transition violations at 0
* Yosys chip area at 15600 µm²
* CP Launch Type: flip-flop
* Global-route wire length before repair at 59.9 mm
* Vias/cell at 4.92
* Met3 usage at 5.10%
* Post-route ant nets at 0
* Total congestion overflow at 0
* Dpl cells at 2159
* Pin slew with the least headroom to its limit at 711 ps
* Hold Crit Class: flip-flop to flip-flop
* Most common logic cells in the final layout: inv_1 (348), fa_1 (263), nand2_1 (170), and2_1 (124), ha_1 (113)
* # port buffers at 52
* Die Y at 200 µm
* Max Root-Sink Buffers at 2
* Vias in the first global route at 12084
* Setup CP Type: flip-flop to flip-flop
* Share of cells above drive strength 1 at 7.41%
* Row count at 72
* Slew HR at 52.6%
* Yosys cell count at 1630
* Number of flops mapped to enable cells by yosys at 0
* Routed WL at 34.0 mm
* Fillers at 3677
* Unique masters post-synth at 65
* Vias after detailed routing at 10786
* # clock sinks at 114
* Wire length per cell at 15.5 µm
* FP Core Util at 40.5%
* Worst-path maximum fanout at 17
* Status: completed
* CTS H-tree lvls at 4
* Tool warnings at 25
* Ant. Diodes at 0
* Synthesized area per cell at 9.58 µm²
* Area grow syn2layout at 10.6%
* Io pins at 53
* Ys async rst share at 100%
* Mapped cell area at 15600 µm²
* Overall die width at 200 µm
* Ys Warns at 2
* Grt met2 use at 34.5%
* CP arrival at 6760 ps
* Total GRT Usage at 20.4%
* Worst skew pair latency at 430 ps
* Final Hold Slack at 448 ps
-- metrics by stage --
stage | setup WS, ps | cell area, µm² | util (%)
6_report | 756 | 17300 | 44.8
5_1_grt | 280 | 17300 | 44.8
4_1_cts | 689 | 17300 | 44.8
3_5_place_dp | 747 | 16700 | 43.2
3_3_place_gp | 811 | 16700 | 43.2
2_1_floorplan | 1210 | 15600 | -
-- path summary, 6_finish.rpt --
path,start,endpoint,cells past startpoint
worst max register to register,b_reg[7],mult_reg[31],22
worst min-delay path,p_reg[15],p_reg[15],1
worst min register to register,p_reg[15],p_reg[15],1
min in group asynchronous,arst_n,acc_reg[5],1
worst max-delay path,b_reg[7],mult_reg[31],22
max in group asynchronous,arst_n,mult_reg[15],2
-- per-layer routing --
metal	vias up	wire length [µm]
li1	5108	-
met5	-	0
met2	225	17400
met4	0	368
met3	23	1890
met1	5430	14400
-- cell usage after synthesis, types with 2 or more instances --
cell	n	share of area [%]
a211oi_2	2	0.16
xnor2_1	46	2.6
mux2i_1	2	0.13
nand2_1	170	4.1
o21a_1	6	0.29
mux2_2	54	3.9
nor2b_1	3	0.12
o31ai_1	5	0.24
nand3_1	27	0.87
nand2b_1	13	0.52
a21o_1	21	1.0
a22o_1	9	0.50
xor2_1	13	0.73
o21ai_1	5	0.16
a21oi_2	5	0.28
a32o_1	2	0.13
or2_2	2	0.080
and3_1	4	0.16
dfrtp_1	64	10
a211oi_1	6	0.29
or3_1	2	0.080
dfrtn_1	49	7.9
o21ai_0	58	1.9
a21oi_1	37	1.2
fa_1	263	34
nand4_1	3	0.12
ha_1	113	9.1
nand3b_1	2	0.096
clkbuf_1	52	1.2
nor2_1	55	1.3
o211ai_1	5	0.24
o21ai_2	5	0.28
inv_1	348	8.4
o21bai_1	10	0.48
and4_1	2	0.11
nor3_1	9	0.29
and2_1	124	5.0
a31oi_1	5	0.20
o2bb2ai_1	3	0.17
-- cells by family (layout without fill, tap and decap cells) --
group / Yosys count / after routing / share of synthesized area (%)
muxes: 56 / 56 / 4.02
adders and majority gates: 376 / 376 / 42.8
DFF: 114 / 114 / 18.3
xor gates and xnor gates: 59 / 59 / 3.31
buffers and inverters: 402 / 445 / 9.66
and+or+nand+nor: 420 / 420 / 13.0
AOI/OAI and AO/OA: 203 / 203 / 8.95
-- critical path: stages (launching register included) --
cell	delay (ps)
dfrtp_1	780
nand2_1	170
fa_1	560
inv_1	50
fa_1	490
inv_1	60
fa_1	530
inv_1	50
fa_1	450
fa_1	490
inv_1	50
fa_1	470
inv_1	40
ha_1	330
nand2_1	130
nand4_1	130
o311a_1	380
nand4_1	170
a31oi_2	130
or4_1	420
a31oi_1	220
xnor2_1	140
a21oi_1	80
-- cell type report --
| type | count | area, µm² | share of cell area (%) |
|---|---|---|---|
| sequential | 114 | 2850 | 16.5 |
| clock buffer | 20 | 478 | 2.77 |
| timing repair buffer | 64 | 606 | 3.51 |
| clock inverter | 12 | 116 | 0.674 |
| inverter | 349 | 1310 | 7.59 |
| tap | 518 | 648 | 3.75 |
| multi-input combinational | 1114 | 11300 | 65.2 |
